==> flow/design.v <==
module Conv_Neg (
   input [7:0] in,   
   output logic [7:0] out
   ); 
   assign out = -in;
endmodule 
==> flow/run.sh <==
#!/bin/bash
# OpenROAD 26Q1-2900-gdf79404cd8, Yosys 0.63+post, stock flow scripts
make -C /OpenROAD-flow-scripts/flow DESIGN_CONFIG=/design/flow/config.mk WORK_HOME=/design/flow/orfs finish
==> flow/config.mk <==
export PLATFORM = sky130hd
export DESIGN_NAME = Conv_Neg
export DESIGN_NICKNAME = Conv_Neg
export VERILOG_FILES = /design/flow/design.v
export SDC_FILE = /design/flow/constraint.sdc
export NUM_CORES = 4
export LEC_CHECK = 1
export CORE_AREA = 10 10 70 70
export DIE_AREA = 0 0 80 80
==> flow/constraint.sdc <==
current_design Conv_Neg

set clk_period 2.4
set clk_io_pct 0.2

create_clock -name clk0 -period $clk_period

set non_clock_inputs [all_inputs -no_clocks]
set_input_delay [expr $clk_period * $clk_io_pct] -clock clk0 $non_clock_inputs
set_output_delay [expr $clk_period * $clk_io_pct] -clock clk0 [all_outputs]
==> results_dict.tcl <==
# place-and-route summary
set metrics [dict create \
    rsz_0062_raised_after_global_routing "no" \
    drt-total-wl_um 695 \
    fin_ws_ns 0.182 \
    chip_area_um2 6400 \
    netlist.area_leader.share_pct 25.5 \
    nFlopsAndLatches 0 \
    post-place-ws_ns -0.370 \
    die_h_um 80 \
    cp-endpoint "out[5]" \
    final-seq-area_um2 0 \
    cpMaxStageDelayCell "sky130_fd_sc_hd__or4_4" \
    floorplan.core_util_pct 4.03 \
    yosys_warning_count 0 \
    finalWeightedCongestion 0.698 \
    timing_hold_violations_final 0 \
    worst_pin_slew_ns 0.284 \
    cp_num_cells 6 \
    fp.coreArea_um2 3420 \
    ys_area_um2 138 \
    critPathLaunchType "input pin" \
    comb_area_um2 138 \
    fin_crit_sh_pct 92.4 \
    worstPathCellList "dlygate4sd2_1, or4_4, buf_6, nor2_4, xnor2_1, buf_2" \
    crit_path_end_kind "output port" \
    hold_buffer_count_at_cts 0 \
    crit_fanout 2 \
    worstSetupStartpoint "in[3]" \
    top_layer_used "met3" \
    syn_inst 18 \
    ys_types 11 \
    path_type_of_the_worst_min_delay_path "in -> out" \
    io-pin-count 16 \
    timing.slew.headroom_pct 81.0 \
    yosys_cell_count 18 \
    grt_max_degree 5 \
    worst_path_top_cell_family_by_delay "simple AND/OR/NAND/NOR gates" \
    static-leakage-power_nw 0.145 \
    drtPass1Iterations 3 \
    post_dp_cell_area_um2 385 \
    synthesis.area_um2 138 \
    drive_gt1_share_pct 33.3 \
    setup-violations-final 0 \
    detailroute.via_count 187 \
    nClkBuffers 0 \
    antenna_cells_inserted 0 \
    rows 21 \
    globalRouteTotalUtil_pct 2.10 \
    power-per-cell-area_nw_per_um2 132 \
    timing.setup.critical_path_class "in -> out" \
    whs_ns 1.58 \
    report.final.slew_viol_count 0 \
    run_status "finished clean" \
    met3_length_um 55 \
    met1_length_um 289 \
    area_delta_synth_final_pct 185 \
    setup_tns_ns 0 \
    worstPathRequired_ns 1.92 \
    final.fill_count 409 \
    critPathMaxStageDelay_ns 0.56 \
    grt_first_pass_wirelength_um 1060 \
    power.total_uw 51.8 \
    antenna_found_initial 0 \
    maxClockFrequency_mhz 451 \
    log.warning_count 32 \
    crit_buf_inv 3 \
    wl_per_cell_um 8.18 \
    drtIter0Drc 7 \
    post_synth_main_area_contributors "sky130_fd_sc_hd__xnor2_1 25%, sky130_fd_sc_hd__nor4_4 15%, sky130_fd_sc_hd__xor2_1 13%, sky130_fd_sc_hd__ha_1 9.1%, sky130_fd_sc_hd__nor2_1 8.2%" \
    top_area_cell "sky130_fd_sc_hd__xnor2_1" \
    timing.critical_path.arrival_ns 1.74 \
    synth.yosys.seq_area_share_pct 0 \
    die_x_um 80 \
    post-route-cell-area_um2 393 \
    final_worst_path_period_need_ns 2.22 \
    antenna_violation_net_count_after_detailed_routing 0 \
    vias_in_the_first_global_route 210 \
    syn_avg_cell_area_um2 7.65 \
    viasPerCell 2.20 \
    max-vdd-ir-drop_mv 0.0178 \
    post-dp-hpwl_um 623 \
    dr_wl_met2_um 350 \
    overflow 0 \
    drt_drc_violations_left 0 \
    maxCapViolCount 0 \
    numPortBuffers 16 \
]
-- per-layer routing --
layer | vias to the layer above | track usage, %
li1 | 100 | -
met1 | 80 | 2.57
met2 | 7 | 3.69
met3 | 0 | 0.682
met4 | 0 | 0
met5 | - | 0
-- layout make-up --
| cell class | instances | share of cell area (%) |
|---|---|---|
| timing repair buffer | 22 | 48.4 |
| tap | 46 | 14.6 |
| multi-input combinational | 15 | 35.0 |
| inverter | 2 | 1.91 |
-- power breakdown --
group          total (mW)  internal (mW)  switching [mW]
Clock                   0              0               0
Sequential              0              0               0
Combinational      0.0518         0.0342          0.0176
-- worst min-delay path by stage --
stage / slack, ns / endpoint / cells past startpoint / start
after CTS: 1.61 / out[7] / 5 / in[2]
final: 1.58 / out[7] / 5 / in[2]
after global routing: 1.63 / out[7] / 5 / in[1]
-- through the flow --
| stage | utilization (%) | cells |
|---|---|---|
| detailed placement | 11.3 | 84 |
| global route | 11.5 | 85 |
| floorplan | - | 18 |
| finish | 11.5 | 85 |
| global placement | 11.3 | 84 |
| CTS | 11.5 | 85 |
-- cell families (layout without fill, tap and decap cells) --
kind of cell               after synthesis  count (layout)  share of synthesized area [%]
and+or+nand+nor                          8               8                           41.8
xor gates and xnor gates                 6               6                           38.2
buffers and inverters                    3              24                           10.9
adders and majority gates                1               1                           9.09
-- synthesized netlist by cell type (all sizes together) --
master and n:
ha 1, or4 1, inv 2, xor2 2, buf 1, nor4 1
nand2 1, nand3 1, nor3 1, nor2 3, xnor2 4
-- timing repair --
action | CTS | global route
cloned | 0 | 0
gates resized | 18 | 0
buffers inserted | 1 | 0
pin swaps | 3 | 1
endpoints found under the setup margin | 7 | 1
-- layout by cell type, fill, tap and decap left out --
master / Yosys / routed
sky130_fd_sc_hd__nor2_1: 3 / 2
sky130_fd_sc_hd__inv_1: 2 / 2
sky130_fd_sc_hd__xor2_1: 2 / 2
sky130_fd_sc_hd__buf_2: 0 / 2
sky130_fd_sc_hd__nor4_4: 1 / 1
sky130_fd_sc_hd__nand3_1: 1 / 1
sky130_fd_sc_hd__clkdlybuf4s50_1: 0 / 7
sky130_fd_sc_hd__nor3_2: 0 / 1
sky130_fd_sc_hd__nand2_1: 1 / 1
sky130_fd_sc_hd__dlygate4sd2_1: 0 / 7
sky130_fd_sc_hd__or4_4: 1 / 1
sky130_fd_sc_hd__buf_6: 0 / 1
sky130_fd_sc_hd__nor2_4: 0 / 1
sky130_fd_sc_hd__ha_2: 0 / 1
sky130_fd_sc_hd__xnor2_1: 4 / 4
sky130_fd_sc_hd__buf_4: 1 / 5
No activity file was given, so power comes from the tool's default toggle rates.
