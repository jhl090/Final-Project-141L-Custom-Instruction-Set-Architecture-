**design/flow/config.mk**
```make
export PLATFORM = sky130hd
export DESIGN_NAME = divison
export DESIGN_NICKNAME = divison
export VERILOG_FILES = /design/flow/design.v
export SDC_FILE = /design/flow/constraint.sdc
export NUM_CORES = 4
export LEC_CHECK = 1
export CORE_UTILIZATION = 30
```
**design/flow/constraint.sdc**
```tcl
current_design divison

set clk_period 52.8
set clk_io_pct 0.2

create_clock -name clk0 -period $clk_period

set non_clock_inputs [all_inputs -no_clocks]
set_input_delay [expr $clk_period * $clk_io_pct] -clock clk0 $non_clock_inputs
set_output_delay [expr $clk_period * $clk_io_pct] -clock clk0 [all_outputs]
```
**design/flow/design.v**
```verilog
module divison(
input  signed [15:0] dividend,
input  signed [ 7:0] divisor,
output logic signed [15:0] quotient);
logic [15:0] div;
logic dividend_neg;
logic divisor_neg;
logic [15:0] dividend_temp;
logic [7:0]  divisor_temp;
always @(divisor,dividend)
begin
  quotient =16'b0;
  if(divisor!=8'b0) begin
    div=16'h0000;
    if(dividend[15]==1'b1) begin
      dividend_neg = 1'b1;
      dividend_temp = ~dividend + 1'b1;
    end
    else begin
      dividend_neg = 1'b0;
      dividend_temp = dividend;
    end
    if(divisor[7]==1'b1) begin
      divisor_neg = 1'b1;
      divisor_temp = ~divisor + 1'b1;
    end
    else begin
      divisor_neg = 1'b0;
      divisor_temp = divisor;      
    end
    for(int i=0;i<16;i++) begin
	   #1ns;
       div = {div[14:0],dividend_temp[15-i]}; 
       if(div>=divisor_temp) begin
         div = div - divisor_temp;
         quotient = {quotient[14:0],1'b1};
       end
       else
         quotient = {quotient[14:0],1'b0};
    end
    if(dividend_neg!=divisor_neg)
      quotient = ~quotient +1'b1; 
  end
end
endmodule
```
**design/flow/run.sh**
```bash
#!/bin/bash
# OpenROAD 26Q1-2900-gdf79404cd8, Yosys 0.63+post, stock flow scripts
make -C /OpenROAD-flow-scripts/flow DESIGN_CONFIG=/design/flow/config.mk WORK_HOME=/design/flow/orfs finish
```
==> impl_metrics.ini <==
; physical design summary
[synth]
synth_seq_share = 0
synthCells = 1677
ys_area_um2 = 11600
syn_area_um2 = 11600
ys_cells = 1677
topCellsByArea = ha_1 (14%), a21oi_1 (5.6%), nand2_1 (5.1%)
synth_top_cell_by_area = ha_1
synth_warnings = 1
top_cell = nand2_1
synth_cell_types = 117
synth.avg_cell_area_um2 = 6.89
common_cells = nand2_1 (156), nor2_1 (154), a21oi_1 (130)
yosys.area.top_type_share = 0.135

[worst_setup_path]
cp.depth = 197
setup.worst_path.class = input pin to output port
path_buffers = 39
cp_slowest_cell = or4_4
arrival_ps = 42920
worst_setup_path_end_kind = output port
crit_top_cell = buf_4
worstSetupEndpoint = quotient[14]
crit_start = dividend[5]
critical_path.top_delay_family = simple AND/OR/NAND/NOR gates
worstPathRequired_ps = 42240
crit_fanout = 11
slowest_delay_ps = 480
cp-start-kind = input pin

[routing]
drc = 0
wire_per_inst_um = 15.5
vias_per_cell = 5.34
finalWirelength_um = 47200
insertedDiodeCount = 0
antenna_left = 0
first_iter_violations = 847
drt_first_pass_iters = 6
num_vias = 16200

[clocking]
hold_buffers = 0

[placed_design]
dp_cells = 2877
pre_cts_slack_ps = -2200
io_buffers = 40
gp_congestion = 0.982
dp_hpwl_um = 36700

[run_status]
status = complete, but fails checks
violations = negative setup slack

[floorplanning]
core-area_um2 = 37800
chip_area_um2 = 39300
initCoreUtil = 0.306
die_height_um = 198
fp-row-count = 71
pin_count = 40
die_x_um = 198

[timing]
grt_setup_unrepaired = yes
slew_violations = 0
layout_setup_ws_ps = -680
worst_pin_slew_ps = 923
max_freq_mhz = 18.7
maxSlewHeadroom = 0.369
hold_viol = 0
finalSetupViolCount = 15
layout_min_cycle_time_ps = 53480
fin_crit_sh = 1.01

[grt]
grt_max_degree = 18
antenna_found_initial = 0
grt_usage = 0.237
grt_remaining_overflow = 0
grt_pass1_wl_um = 75600
grt_pass1_vias = 15300

[finish]
flops = 0
syn_to_final_growth_pct = 74.7
layout-drive-gt1-share = 0.478
num-clock-buffers = 0
final_cells = 3044
seqCellArea_um2 = 0

[run]
warnings = 35
maxCapViolCount = 0

[worst_hold_path]
hold_class = input pin to output port
-- cell type report --
cell class / count / area, um2
multi-input combinational: 1579 / 12500
inverter: 55 / 209
tap: 511 / 639
timing repair buffer: 899 / 6860
fill: 3312 / 17600
-- through the flow --
stage | utilization | setup TNS [ps] | hold slack, ps | cell area (um2)
detailed placement | 0.479 | -29560 | 22680 | 18100
global placement | 0.479 | -24520 | 22670 | 18100
CTS | 0.512 | -2200 | 22440 | 19300
finish | 0.535 | -6720 | 22390 | 20200
global route | 0.535 | -33270 | 22470 | 20200
floorplan | - | -29210 | 21500 | 12100
-- cells in the final DEF, fill, tap and decap left out, types with 30 or more instances in the layout --
cell type  count
xnor2_1       61
ha_1         113
a21o_1        76
nand4_1       41
buf_4        836
nand2_1      127
a21oi_1       96
inv_1         47
nor2_1       130
a21oi_2       30
o21ai_0       80
xor2_1        52
nor3_1        34
nand3_1       46
nand2b_1      44
-- layer usage --
layer / up-vias / part of all wire / track usage
met5: - / 0 / 0
met4: 0 / 0.018 / 0.0324
met3: 69 / 0.044 / 0.0111
met2: 401 / 0.48 / 0.408
met1: 7674 / 0.46 / 0.333
li1: 8099 / - / -
-- kinds of logic after synthesis --
family / synth area share
buffers and inverters: 0.0350
AOI/OAI and AO/OA: 0.364
muxes: 0.0374
adders and majority gates: 0.160
and+or+nand+nor: 0.310
xor gates and xnor gates: 0.0939
-- what timing repair did --
| item | 4_1_cts | 5_1_grt |
|---|---|---|
| pin swaps | 124 | 93 |
| cloned | 2 | 1 |
| endpoints found under the setup margin | 16 | 16 |
| setup buffers | 120 | 45 |
| resized | 172 | 133 |
-- worst min-delay path by stage --
stage / depth (start not counted) / endpoint / start / slack, ps
4_1_cts: 9 / quotient[15] / divisor[3] / 22440
5_1_grt: 6 / quotient[1] / dividend[15] / 22470
6_report: 6 / quotient[1] / dividend[15] / 22390
